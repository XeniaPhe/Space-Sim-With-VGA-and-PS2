==> design/flow/config.mk <==
export PLATFORM = sky130hd
export DESIGN_NAME = debugger
export DESIGN_NICKNAME = debugger
export VERILOG_FILES = /design/flow/design.v
export SDC_FILE = /design/flow/constraint.sdc
export NUM_CORES = 4
export LEC_CHECK = 1
export CORE_AREA = 10 10 70 70
export DIE_AREA = 0 0 80 80
==> design/flow/design.v <==
module debugger(
input logic clk,
input logic en,
input logic [3:0] ldr,
output logic [3:0] gnds,
output logic [6:0] display);
logic [15:0] data;
logic [1:0] current_segment;
always_comb
begin
	case(data[current_segment])
		4'b0000 : display = 7'b1111110;
		4'b0001 : display = 7'b0110000;
		4'b0010 : display = 7'b1101101;
		4'b0011 : display = 7'b1111001;
		4'b0100 : display = 7'b0110011;
		4'b0101 : display = 7'b1011011;
		4'b0110 : display = 7'b1011111;
		4'b0111 : display = 7'b1110000;
		4'b1000 : display = 7'b1111111;
		4'b1001 : display = 7'b1111011;
		4'b1010 : display = 7'b1110111;
		4'b1011 : display = 7'b0011111;
		4'b1100 : display = 7'b1001110;
		4'b1101 : display = 7'b0111101;
		4'b1110 : display = 7'b1001111;
		4'b1111 : display = 7'b1000111;
	endcase
end
always_ff @(posedge clk)
begin
	gnds <= {gnds[2:0], gnds[3]};
	current_segment <= current_segment + 1;
	if(en)
		data <= {data[15:4], ldr};
end
initial
begin
	gnds = 4'b1110;
	current_segment = 0;
end
endmodule
==> design/flow/constraint.sdc <==
current_design debugger

set clk_period 2.3
set clk_io_pct 0.2

create_clock -name clk0 -period $clk_period [get_ports {clk}]

set non_clock_inputs [all_inputs -no_clocks]
set_input_delay [expr $clk_period * $clk_io_pct] -clock clk0 $non_clock_inputs
set_output_delay [expr $clk_period * $clk_io_pct] -clock clk0 [all_outputs]
==> design/flow/run.sh <==
#!/bin/bash
# OpenROAD 26Q1-2900-gdf79404cd8, Yosys 0.63+post, stock flow scripts
make -C /OpenROAD-flow-scripts/flow DESIGN_CONFIG=/design/flow/config.mk WORK_HOME=/design/flow/orfs finish
==> reports/results.tsv <==
metric	value	unit
post-synth area from yosys stat	332	sq um
Final period util	0.944	
Crit-path slowest cell	mux4_2	
Crit path required time	1840	ps
Cell Area, Synth	332	sq um
Diodes inserted	0	
Latency at later pin	250	ps
routability cong.	0.691	
Logic pwr share	0.061	
met3 Track Usage GR	0.0250	
P_leak	0.187	nW
synthesis-to-finish area growth	55.1	%
Yosys Warn Count	1	
H-tree depth	1	
hold_buf cts	0	
layout cells sized above 1	0.147	
fp util	0.0971	
all-layer global routing usage	0.0175	
critical path class	reg -> out	
largest fanout on the critical path	4	
boundary pin count	17	
vias	173	
Fill cells	392	
P_sw	0.0594	mW
post-cts gate resize count	0	
busiest layer in global routing	met3	
peak supply drop	0.283	mV
Fmax achieved	461	MHz
hpwl dp	468	um
DRC	0	
post-route ant nets	0	
GR met2 Demand/Resource	0.0201	
clk_skew	0.0872	ps
via/cell ratio	2.16	
Final Max Tran Viols	0	
yosys cell count	22	
total gr overflow	0	
wirelength, routed	557	um
Yosys cell types	7	
row count	21	
Initial DRC Count	3	
CP Launch Type	flop	
final count of hold timing violations	0	
Final setup viols	0	
Post-CTS Setup Bufs	0	
GRT met1 Usage	0.0164	
die width	80	um
Place WS	372	ps
Synth Instances	22	
die height	80	um
clk root buf	clkbuf_4	
Avg Inst Size Synth	15.1	sq um
WL/cell	6.96	um
TritonRoute pass-1 iters	2	
setup TNS	0	ps
chip area	6400	sq um
number of global-route vias before repair	215	
Util after Layout	0.151	
RSZ-0062 raised after global routing	false	
TritonCTS Buffers	3	
initial antenna violation count	0	
Power Dens Cells	707	nW/um^2
Int Power	0.304	mW
CP peak stage delay	500	ps
PortBufs	13	
CP Cell Sequence	mux4_2 -> inv_1 -> clkdlybuf4s50_1	
largest net degree at the start of global routing	7	
register share of total power	0.527	
Yosys reg bits	10	
Worst Path Arrival	1710	ps
Reg clk slew, reported paths	60	ps
tool warnings	25	
max-cap violations	0	
switch share	0.164	
Setup crit end kind	output pin	
outcome	finished, final reports clean	
CTS tree	done	
Synth Seq Share	0.725	
core area	3420	sq um
Clock Sink Count	10	
final worst setup slack	129	ps
CTS Buffer Depth	2	
Hold/Removal Path Class	reg -> reg	
clock share of power	0.412	
first-pass GRT wire length	910	um
Tmin final	2170	ps
cell type report:
class / instances / area (sq um) / share of cell area
timing repair buffer: 13 / 130 / 0.253
clock buffer: 4 / 36.3 / 0.0706
inverter: 2 / 7.51 / 0.0146
tap: 46 / 57.6 / 0.112
sequential: 10 / 240 / 0.467
multi-input combinational: 5 / 42.5 / 0.0827
layer usage:
metal  up-vias  part of all wire
met5         -                 0
met2        15              0.34
met1        74              0.34
met3         0              0.32
li1         84                 -
met4         0                 0
power groups by stage:
| stage | sequential [mW] | clock, mW | combinational (mW) |
|---|---|---|---|
| after CTS | 0.192 | 0.157 | 0.0231 |
| after global routing | 0.192 | 0.165 | 0.0242 |
| final | 0.192 | 0.150 | 0.0222 |
cell usage after synthesis:
cell | number | area (sq um)
buf_4 | 6 | 45.0
conb_1 | 2 | 7.51
dfxtp_1 | 6 | 120
edfxtp_1 | 4 | 120
inv_1 | 2 | 7.51
mux4_2 | 1 | 22.5
xor2_1 | 1 | 8.76
worst max-delay path: cells and delay by family, from the launching register on:
| family | cells | cell delay (ps) |
|---|---|---|
| muxes | 1 | 500 |
| DFF | 1 | 360 |
| buffers and inverters | 2 | 600 |
flip-flops by register name, indices dropped and copies added, names as in the netlist:
signal,flops
gnds,4
data,4
current_segment,2
logic make-up after synthesis:
kind of cell | Yosys count | synth area share
flops | 10 | 0.725
xor+xnor | 1 | 0.0264
other cells | 2 | 0.0226
buf+inv | 8 | 0.158
mux | 1 | 0.0679
final timing paths:
kind,start,end,slack (ps),cells after the start
worst max-delay path,current_segment[1],display[6],130,3
worst min-delay path,gnds[2],gnds[3],350,0
worst max register to register,current_segment[0],current_segment[1],1700,1
worst min register to register,gnds[2],gnds[3],350,0
stage by stage:
stage                     total power [mW]  cells  cell area, sq um  hold slack, ps
after floorplan                      0.206     23               335             310
after global routing                 0.382     80               514             359
after global placement               0.219     76               478             340
after detailed placement             0.219     76               478             342
after CTS                            0.372     80               514             355
final                                0.363     80               514             352
placed cells by master (no fill, tap or decap):
cell,instances
clkdlybuf4s50_1,13
inv_1,2
clkbuf_8,1
conb_1,3
edfxtp_1,4
xor2_1,1
mux4_2,1
clkbuf_4,3
dfxtp_1,6
Power is estimated from default activity; no workload was simulated.
